## ./config.mk

```make
export PLATFORM = sky130hd
export DESIGN_NAME = up_down_counter
export DESIGN_NICKNAME = up_down_counter
export VERILOG_FILES = /design/flow/design.v
export SDC_FILE = /design/flow/constraint.sdc
export NUM_CORES = 4
export LEC_CHECK = 1
export CORE_AREA = 10 10 70 70
export DIE_AREA = 0 0 80 80
```

## ./constraint.sdc

```tcl
current_design up_down_counter

set clk_period 2.0
set clk_io_pct 0.2

create_clock -name clk0 -period $clk_period [get_ports {clk}]

set non_clock_inputs [all_inputs -no_clocks]
set_input_delay [expr $clk_period * $clk_io_pct] -clock clk0 $non_clock_inputs
set_output_delay [expr $clk_period * $clk_io_pct] -clock clk0 [all_outputs]
```

## ./design.v

```verilog
module up_down_counter (
  input wire clk,              
  input wire rst,              
  input wire up,               
  output wire [2:0] count      
);
  reg [2:0] count_reg;         
  always @(posedge clk or negedge rst) begin
    if (!rst) begin
      count_reg <= 3'b000;     
    end else begin
      if (up) begin
        if (count_reg === 3'b111) begin
          count_reg <= 3'b000;  
        end else begin
          count_reg <= count_reg + 1;  
        end
      end else begin
        if (count_reg === 3'b000) begin
          count_reg <= 3'b111;  
        end else begin
          count_reg <= count_reg - 1;  
        end
      end
    end
  end
  assign count = count_reg;    
endmodule
```

## ./run.sh

```bash
#!/bin/bash
# OpenROAD 26Q1-2900-gdf79404cd8, Yosys 0.63+post, stock flow scripts
make -C /OpenROAD-flow-scripts/flow DESIGN_CONFIG=/design/flow/config.mk WORK_HOME=/design/flow/orfs finish
```

==> run notes <==
Status
* completed — outcome

Final layout
* 3 — flip-flop count of the largest register, all copies and words added
* sky130_fd_sc_hd__clkdlybuf4s50_1, sky130_fd_sc_hd__ha_1, sky130_fd_sc_hd__clkbuf_4, sky130_fd_sc_hd__dfrtp_1 — commonest non-fill, non-tap cells in the layout
* 407 — layout filler cell count
* 73 — post-route insts no fill
* 325.3 sq um — area of all placed cells without fillers
* 69.93% — Area growth, synth to finish
* 75.07 sq um — Sequential Area
* sky130_fd_sc_hd__clkdlybuf4s50_1 — highest-count logic cell in the final layout
* 0.1111 — share of post-route cells with drive strength above 1
* 108.9 sq um — multi-input logic area

Die
* 6400 sq um — Die Outline Area
* 80 um — Vert. Die Dim
* 21 — Site Rows
* 6 — Top Ports
* 80 um — die boundary width
* 0.05604 — fp_density
* 3416 sq um — core area

Synth
* 1 — yosys warns
* 10.64 sq um — mean post-synth cell area
* 0 — mux cell area share after synthesis
* 18 — Mapped Cells
* 0 — xor/xnor cell area share of the yosys netlist
* adder cells — dominant kind of combinational cell
* 191.4 sq um — area of the synthesized netlist per yosys stat
* 191.4 sq um — Cell Area, Synth
* 0.2614 — Synth Area in Adders
* 3 — post-synthesis sequential element count
* 0.1307 — yosys simple share
* 11 — distinct lib cells
* 18 — count of instantiated cells in the yosys netlist
* 0.3922 — share of the yosys chip area belonging to registers
* 0.1765 — compound-cell area share of the yosys netlist

Final timing
* 0.2223 ns — actual slew at the worst max-slew pin
* false — setup repair after global routing missed its margin
* 0.8514 — relative slew slack
* 0 ns — post-route setup TNS
* 0 — final slew viol count
* 657.9 MHz — upper clock frequency limit
* 0.4799 ns — final worst-path setup slack
* 0 — endpoints failing setup
* 0.7600 — part of the cycle the worst path needs
* 0.0006054 ns — Post-Route Skew
* 0 — final hold violations
* 1.520 ns — fin crit period

Critical path
* 0.50 ns — maximum single-stage delay on the critical path
* clkdlybuf4s50_1 — list of cells traversed by the critical path
* 1.12 ns — signal arrival time at the worst endpoint
* count[2] — CP Capture Point
* flop to output port — category of the critical setup timing path
* output port — Critical Path Sink Type
* 1 — Levels on crit path
* count_reg[0]$_DFF_PN0_ — r2r startpoint
* flop — Worst Setup Start Kind
* sky130_fd_sc_hd__clkdlybuf4s50_1 — slowest CP cell
* count_reg[2]$_DFF_PN0_ — endpoint of the worst register-to-register path
* 4 — length in cells of the worst reg-to-reg path
* count_reg[2]$_DFF_PN0_ — critical path launch point
* 1.60 ns — Critical Path RT
* 0.67 ns — slack of the worst reg-to-reg path
* 5 — maximum fanout along the worst path
* buffers and inverters — kind of cell adding the most delay to the critical path
* 1 — Critical path buffers and inverters

Power and ir drop
* 878.5 nW/um^2 — Cell Pwr Density
* 0.3415 mV — VDD IR max
* 0.1398 nW — Leakage Power

Drt
* 0 — number of antenna repair diodes
* 159 — via count of the routed design
* 0 — number of design rule violations left after detail routing
* 1 — Detailed Route Iter0 Violations
* 6.479 um — per-cell routed wire length
* 0 — post-detailed-route count of antenna-violating nets
* 473 um — final wirelength
* 2 — first-pass iteration count of the detailed router
* 2.178 — post-DR vias/cell

Placement
* 0.6212 ns — setup slack at placement
* 69 — number of cells in the design after placement
* 0.7189 — gpl congestion
* 371.4 um — final HPWL from detailed placement
* 299.0 sq um — placement-stage cell area
* 5 — IO Port Bufs

Flow run
* 0 — max capacitance violation total
* 27 — count of warning messages emitted by the tools

Clocking
* 3 — total CTS buffers
* sky130_fd_sc_hd__clkbuf_4 — clock tree root driver cell
* 0.23 ns — insertion delay to the later sink of the worst-skew pair
* 0 — number of gates resized after CTS
* built — clock tree from TritonCTS
* 1 — maximum level of the CTS H-tree
* 0.04 ns — clock transition at the registers of the reported paths
* 3 — number of clock sinks seen by CTS
* 0 — count of hold-fix buffers inserted at cts
* 0 — number of post-CTS setup repair buffers
* 2 — maximum root-to-sink buffer count

Global route
* 0.01599 — global routing usage summed across all routing layers
* 0 — total gr overflow
* 7 — largest net degree at the start of global routing
* 192 — via count of the first global-routing pass
* 0 — number of antenna violations at the first check in global routing
* 841 um — global-route wire length before repair

Min path
* primary input to asynchronous set/reset pin — hold crit path type

stage by stage:
stage	total power [W]	hold slack, ns	util
floorplan	0.0001327	0.1044	-
global placement	0.0001769	0.5839	0.08755
detailed placement	0.0001815	0.5920	0.08755
CTS	0.0002953	0.3391	0.09524
global route	0.0003242	0.3370	0.09524
finish	0.0002858	0.3477	0.09524
cell families after synthesis:
| family | Yosys count |
|---|---|
| AND-OR/OR-AND | 5 |
| adder cells (fa/ha/maj) | 4 |
| buffers and inverters | 2 |
| flip-flops | 3 |
| AND/OR/NAND/NOR | 4 |
synthesized netlist by cell type:
master	number	area, sq um
sky130_fd_sc_hd__a22oi_1	1	7.510
sky130_fd_sc_hd__or3_1	1	6.260
sky130_fd_sc_hd__nor2b_1	1	6.260
sky130_fd_sc_hd__a21o_1	1	7.510
sky130_fd_sc_hd__nand2b_1	2	12.51
sky130_fd_sc_hd__o21ai_0	1	5.000
sky130_fd_sc_hd__a21oi_1	1	5.000
sky130_fd_sc_hd__ha_1	4	50.05
sky130_fd_sc_hd__a22o_1	1	8.760
sky130_fd_sc_hd__inv_1	2	7.510
sky130_fd_sc_hd__dfrtp_1	3	75.07
how the worst min path moves through the flow:
stage                 startpoint                     end  slack (ns)  cells past startpoint
after CTS                    rst  count_reg[1]$_DFF_PN0_        0.34                      1
final                        rst  count_reg[1]$_DFF_PN0_        0.35                      1
after global routing         rst  count_reg[1]$_DFF_PN0_        0.34                      1
layer usage:
layer | vias to the layer above | share of wire | track usage
li1 | 79 | - | -
met1 | 74 | 0.51 | 0.02064
met2 | 6 | 0.37 | 0.01926
met3 | 0 | 0.12 | 0.01136
met4 | 0 | 0 | 0.007042
met5 | - | 0 | 0
cell type report:
class	instances	area share
Multi-Input combinational cell	13	0.3346
Sequential cell	3	0.2308
Tap cell	46	0.1769
Timing Repair Buffer	5	0.1538
Clock buffer	4	0.08077
Inverter	2	0.02308
report_power, final:
part	switching, W	internal [W]	leakage (nW)
Sequential	0.0000143	0.0000753	0.0321
Clock	0.0000310	0.0000747	0.0150
Combinational	0.0000315	0.0000590	0.0927
Total	0.0000768	0.000209	0.140
Power is estimated from default activity; no workload was simulated.
